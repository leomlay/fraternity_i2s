==> flow/design.v <==
`timescale 1ns / 1ps
module mdio_interface(
input mdc,					 
input mdio_i,
output reg mdio_t = 1'b0,
output mdio_o  
) ;
parameter REG0_CFG = 16'b0010_0001_0000_0000 ;  
parameter REG1_CFG = 16'b0100_0000_0010_0100 ; 
parameter REG2_CFG = 16'b0000_0000_0100_1101 ;
parameter REG3_CFG = 16'b1101_0000_0010_0011 ;  
parameter REG4_CFG = 16'b0000_0001_0000_0001 ;
parameter REG5_CFG = 16'b0000_0000_0000_0000 ;
parameter REG6_CFG = 16'b0000_0000_0000_0000 ;
parameter REG10CFG = 16'b0010_1100_0001_0000 ;
parameter REG16CFG = 16'b0000_0000_0000_0010 ;
parameter REG17CFG = 16'b0000_0000_0011_0010 ;  
reg [35:0] shift = 36'd0 ;
reg preamble = 1'b0 ;
reg rdnwr = 1'b0 ;
reg [6:0] activity = 6'h20 ;
reg [4:0] phy = 5'd0 ;
reg [4:0] addr = 5'd0 ;
reg [16:0] shift_out = { 1'b0,REG0_CFG } ;
reg shift_it = 1'b0 ;
reg drive_it = 1'b0 ;
reg load_shift = 1'b0 ;
assign mdio_o = shift_out[15] && ~load_shift ;
always@(posedge mdc)
begin
	shift 		<= { shift[34:0], mdio_i } ;
	preamble 	<= ( shift[35:0] == 36'hffff_ffff_6 ) || ( shift[35:0] == 36'hffff_ffff_5 ) ;
	rdnwr 		<= ( preamble ) ? ( shift[4:1] == 4'h6 ) : rdnwr ;
	activity 	<= ( preamble ) ? 7'd0 : ( activity[6] ) ? activity : activity + 7'd1 ; 
	addr 		<= ( activity == 7'h08 ) ? shift[4:0] : addr ;
	load_shift 	<= ( activity == 7'd08 ) ;
	shift_it 	<= ( activity == 7'd08 ) ? 1'b1 : ( activity == 7'd25 ) ? 1'b0 : shift_it ;
	drive_it 	<= ( activity == 7'd07 ) ? 1'b1 : ( activity == 7'd24 ) ? 1'b0 : drive_it ;
	phy	 		<= ( activity == 7'd3 ) ? shift[4:0] : phy ;
	if ( load_shift )
		case(addr)
			5'h00 : shift_out <= { 1'b0,REG0_CFG } ;
			5'h01 : shift_out <= { 1'b0,REG1_CFG } ;
			5'h02 : shift_out <= { 1'b0,REG2_CFG } ;
			5'h03 : shift_out <= { 1'b0,REG3_CFG } ;
			5'h04 : shift_out <= { 1'b0,REG4_CFG } ;
			5'h05 : shift_out <= { 1'b0,REG5_CFG } ;
			5'h06 : shift_out <= { 1'b0,REG6_CFG } ;
			5'h10 : shift_out <= { 1'b0,REG10CFG } ;
			5'h16 : shift_out <= { 1'b0,REG16CFG } ;
			5'h17 : shift_out <= { 1'b0,REG17CFG } ;
			default : shift_out <= { 1'b0,16'b0000_0000_0000_0000 } ;
		endcase
	else
		shift_out <= ( shift_it ) ? { shift_out[15:0], 1'b0 } : shift_out ;
	mdio_t <= ( rdnwr ) && ( drive_it ) && ( phy == 5'd4 ) ;  
end
endmodule 
==> flow/run.sh <==
#!/bin/bash
# OpenROAD 26Q1-2900-gdf79404cd8, Yosys 0.63+post, stock flow scripts
make -C /OpenROAD-flow-scripts/flow DESIGN_CONFIG=/design/flow/config.mk WORK_HOME=/design/flow/orfs finish
==> flow/config.mk <==
export PLATFORM = sky130hd
export DESIGN_NAME = mdio_interface
export DESIGN_NICKNAME = mdio_interface
export VERILOG_FILES = /design/flow/design.v
export SDC_FILE = /design/flow/constraint.sdc
export NUM_CORES = 4
export LEC_CHECK = 1
export CORE_UTILIZATION = 30
==> flow/constraint.sdc <==
current_design mdio_interface

set clk_period 3.9
set clk_io_pct 0.2

create_clock -name clk0 -period $clk_period [get_ports {mdc}]

set non_clock_inputs [all_inputs -no_clocks]
set_input_delay [expr $clk_period * $clk_io_pct] -clock clk0 $non_clock_inputs
set_output_delay [expr $clk_period * $clk_io_pct] -clock clk0 [all_outputs]
==> flow_results.org <==
* Flow results

** Critical path
- The arrival time of data at the worst endpoint is listed as 1.68 ns.
- Source of the worst register-to-register timing path :: load_shift
- For the worst reg-to-reg path, the endpoint reported by OpenROAD is shift_out[5].
- Critical Path Sink Type :: output pin
- CP required :: 3.12 ns
- By startpoint and endpoint, the worst setup path is classified as flop to output pin.
- Setup slack on the worst reg-to-reg path comes out at 2.27 ns.
- Cells on worst reg2reg path :: 1
- CP Max Fanout :: 27
- The worst setup path is launched from a flop.

** Final timing
- Accumulated negative setup slack :: 0 ns
- Of the available clock period, the critical path in the final layout requires 63.2%.
- The pin closest to its max-slew limit shows a slew of 0.760 ns.
- The clock period could shrink to roughly 2.5 ns.
- Count of endpoints failing setup in the final report :: 0
- Setup WS post-layout :: between 1 and 1.5 ns
- Fmax :: around 0.4 GHz
- Setup repair after global routing missed its margin :: false
- Hold Slack :: between 0.3 and 0.4 ns
- Total count of hold-check failures in the final report :: 0
- The final timing report lists a max-slew violation count of 0.
- Remaining max-slew budget at the tightest pin :: approximately half
- In the final run the clock tree shows a worst skew of 0.00922 ns.

** Clock tree
- In this run the clock root is driven by a sky130_fd_sc_hd__clkbuf_8.
- The number of gates resized after CTS was 0.
- At the later pin of the worst-skew pair, clock insertion delay measures approximately 0.34 ns.
- Number of sinks handled by clock tree synthesis :: between 70 and 80
- CTS Hold Buffers Added :: 0
- CTS HTree Levels :: 3
- In this run the deepest clock path goes through 2 buffers.
- On the worst setup and hold paths after CTS, the clock-pin slew comes to 0.08 ns.
- TritonCTS built the clock tree.
- Buffers inserted during clock tree synthesis total 9.
- Buffer count from post-CTS setup fixing :: 0

** Final layout
- Count of placed standard cells in the final layout, fillers left out :: 303
- The finished layout reports a core utilization of a little over a third.
- The most common logic cells in the final layout are sky130_fd_sc_hd__dfxtp_1 (48), sky130_fd_sc_hd__edfxtp_1 (27), sky130_fd_sc_hd__inv_1 (19), sky130_fd_sc_hd__nand3_1 (10), sky130_fd_sc_hd__o21ai_0 (10).
- Between the synthesized netlist and the finished layout, the area growth was recorded as 13.2%.
- Proportion of layout cells with a drive suffix above 1 :: 9.95%
- Most frequently placed logic cell in the final layout :: sky130_fd_sc_hd__dfxtp_1
- Final Cell Area :: between 0.002 and 0.003 mm²
- The layout has 754 filler cells.

** Worst hold path
- The worst hold path passes through 0 cells.
- The path class of the tightest hold or removal check is flop to flop.
- In this run the most critical hold path is launched from shift[12].
- The path with the worst hold slack has its endpoint at shift[13].

** Synth
- Top cells by area :: sky130_fd_sc_hd__dfxtp_1 (39%), sky130_fd_sc_hd__edfxtp_1 (33%), sky130_fd_sc_hd__ha_1 (3.0%), sky130_fd_sc_hd__inv_1 (2.9%), sky130_fd_sc_hd__nand3_1 (2.0%)
- The synthesized netlist handed to floorplanning was reported with a cell count of 188.
- The synthesized netlist contains 36 unique library cells.
- Total of flip-flops plus latches after synthesis :: 75
- Yosys top cell by area :: sky130_fd_sc_hd__dfxtp_1
- Ys cells :: 188
- Of the synthesized area, sequential elements account for 71.9%.
- Syn Std Cell Area :: 0.00246 mm²
- After synthesis, the mean cell area works out to 13.1 µm².
- The share of synthesized area in the top cell type comes to 39.0%.
- Warnings reported by Yosys during synthesis add up to 1.
- Post-synth area from yosys stat :: 0.00246 mm²

** GRT
- The number of antenna violations at the first check in global routing was 0.
- In the global route stage, overall resource usage came out at 9.33%.
- First-pass GRT wire length :: a little over 6 mm
- Via count of the first global-routing pass :: 1267
- Summed over all layers, the global routing overflow is 0.
- Largest net degree at the start of global routing :: 28

** Placed design
- After its last routability iteration, the placer logged a weighted congestion of 0.789.
- Instance area at placement :: 0.00260 mm²
- Timing analysis after detailed placement gives a worst setup slack of 1.81 ns.
- In the placement report, post-DP HPWL is listed as 2.20 mm.
- In this run, placement finished with an instance count of 287.
- Port Buffer Count :: 3

** Route
- After the first detailed-routing iteration, the DRC count stood at between 60 and 70.
- The routed design shows a wire length per standard cell of 11.4 µm.
- Wire length on met3 :: 214 µm
- DR top layer :: met4
- Average via count per standard cell :: 4.34
- DR DRC count :: 0
- Total length of routed met2 wires :: 1.40 mm
- Post-Route M1 WL :: 1.82 mm
- For this block, the routed nets add up to 3.47 mm of wire.
- Total inserted antenna cells :: 0
- For this block, the via count after detailed routing is 1315.
- For this run, the detailed router's first-pass iteration total came to 4.
- Antenna-violating nets left :: 0

** Floorplan
- Core Region :: 0.00785 mm²
- Vertical die dimension :: between 90 and 100 µm
- Pin placement for this block handled 4 I/O pins.
- Share of the core filled by cells before placement :: 31.4%
- Number of cell rows :: 32
- Die span in x :: between 90 and 100 µm
- Die area :: 0.00858 mm²

** Outcome
- The run finished with clean final reports.

** Power
- Total Power :: ~1.8 mW
- Max IR drop VDD :: approximately 0.4 mV
- Summed over all cells, the static leakage comes to approximately 1.0 nW.
- Areal power density over the cells :: 661 mW/mm²

** Run
- Number of warnings in the stage logs :: 29
- Max-cap violations in this run came to 0.
==> sequential cells by signal, summed over array words and instances (netlist names) <==
register    count
activity        7
addr            5
drive_it        1
load_shift      1
mdio_t          1
phy             5
preamble        1
rdnwr           1
shift          36
shift_it        1
shift_out      16
==> where the power goes <==
part	switching [mW]	internal, mW
Clock	0.283	0.276
Combinational	0.110	0.108
Sequential	0.106	0.963
==> final cells by class <==
cell class | instances | area (µm²) | share of cell area (%)
clock buffer | 11 | 153 | 5.47
clock inverter | 5 | 40.0 | 1.43
inverter | 19 | 71.3 | 2.55
multi-input combinational | 88 | 598 | 21.4
sequential | 75 | 1770 | 63.5
tap | 102 | 128 | 4.57
timing repair buffer | 3 | 30.0 | 1.08
==> how the worst max path moves through the flow <==
stage,start,endpoint
finish,load_shift,mdio_o
global route,load_shift,mdio_o
CTS,load_shift,mdio_o
==> Yosys cell counts <==
cell type	instances
sky130_fd_sc_hd__nand4b_1	4
sky130_fd_sc_hd__dfxtp_1	48
sky130_fd_sc_hd__nor3_1	3
sky130_fd_sc_hd__o31a_1	1
sky130_fd_sc_hd__nor4_1	1
sky130_fd_sc_hd__mux2i_1	2
sky130_fd_sc_hd__nor2_1	7
sky130_fd_sc_hd__o221ai_1	1
sky130_fd_sc_hd__o2bb2ai_1	1
sky130_fd_sc_hd__nand2_1	4
sky130_fd_sc_hd__xor2_1	3
sky130_fd_sc_hd__nand4_1	7
sky130_fd_sc_hd__nor4_2	1
sky130_fd_sc_hd__and3_1	2
sky130_fd_sc_hd__or4_1	2
sky130_fd_sc_hd__o31ai_1	1
sky130_fd_sc_hd__nor2b_1	5
sky130_fd_sc_hd__o21ai_0	10
sky130_fd_sc_hd__xnor2_1	2
sky130_fd_sc_hd__and4bb_2	1
sky130_fd_sc_hd__mux2_2	1
sky130_fd_sc_hd__nand2b_1	1
sky130_fd_sc_hd__o22ai_1	1
sky130_fd_sc_hd__buf_2	1
sky130_fd_sc_hd__o32ai_1	2
sky130_fd_sc_hd__clkbuf_1	5
sky130_fd_sc_hd__nor4b_1	1
sky130_fd_sc_hd__edfxtp_1	27
sky130_fd_sc_hd__ha_1	6
sky130_fd_sc_hd__a21oi_1	3
sky130_fd_sc_hd__or3_1	1
sky130_fd_sc_hd__inv_1	19
sky130_fd_sc_hd__or2_2	1
sky130_fd_sc_hd__a31oi_1	2
sky130_fd_sc_hd__nand3_1	10
sky130_fd_sc_hd__or4b_2	1
==> cell families after synthesis <==
family	Yosys count	share of synthesized area [%]
AND-OR/OR-AND	22	5.48
AND/OR/NAND/NOR	52	12.7
flip-flops	75	71.9
XOR/XNOR	5	1.78
multiplexers	3	1.27
buffers and inverters	25	3.86
adder cells (fa/ha/maj)	6	3.05
==> worst max-delay path, cell delays in order (launching register included) <==
cell and delay, ns:
sky130_fd_sc_hd__dfxtp_1 0.82, sky130_fd_sc_hd__nor2b_1 0.10, sky130_fd_sc_hd__clkdlybuf4s50_1 0.43
==> layer usage <==
layer | up-vias | global-route usage (%)
li1 | 685 | -
met1 | 603 | 15.1
met2 | 22 | 12.3
met3 | 5 | 4.26
met4 | 0 | 1.03
met5 | - | 0
Power and IR drop assume default switching activity.
